File: design/flow/design.v
`timescale 1ns / 1ps
module ALU(
    input [31:0] data1, data2,
    input [3:0] ALU_control,
    output reg [31:0] ALU_result 
    );
    always @(*) begin
        case(ALU_control)
        4'b0000: ALU_result = data1 & data2;
        4'b0001: ALU_result = data1 | data2;
        4'b0010: ALU_result = data1 + data2;
        4'b0011: ALU_result = data1 ^ data2;
        4'b0100: ALU_result = data1 << data2;
        4'b0101: ALU_result = data1 >> data2;
        4'b0110: ALU_result = data1 - data2;
        4'b0111: ALU_result = data1 >>> data2;
        default: ALU_result = 0;
        endcase
    end
endmodule
File: design/flow/run.sh
#!/bin/bash
# OpenROAD 26Q1-2900-gdf79404cd8, Yosys 0.63+post, stock flow scripts
make -C /OpenROAD-flow-scripts/flow DESIGN_CONFIG=/design/flow/config.mk WORK_HOME=/design/flow/orfs finish
File: design/flow/config.mk
export PLATFORM = sky130hd
export DESIGN_NAME = ALU
export DESIGN_NICKNAME = ALU
export VERILOG_FILES = /design/flow/design.v
export SDC_FILE = /design/flow/constraint.sdc
export NUM_CORES = 4
export LEC_CHECK = 1
export CORE_UTILIZATION = 40
File: design/flow/constraint.sdc
current_design ALU

set clk_period 17.7
set clk_io_pct 0.2

create_clock -name clk0 -period $clk_period

set non_clock_inputs [all_inputs -no_clocks]
set_input_delay [expr $clk_period * $clk_io_pct] -clock clk0 $non_clock_inputs
set_output_delay [expr $clk_period * $clk_io_pct] -clock clk0 [all_outputs]
==> run summary <==
Physical implementation status

The flow ran to the end, and the final reports show no timing, DRC or antenna violations. The slowest stage of the critical path belongs to the cell sky130_fd_sc_hd__clkdlybuf4s50_1. The number of fill cells in the layout stands at 2,000. Derived from the worst setup path, the maximum achievable clock frequency is 80.0 MHz. The chip area estimate from yosys synthesis stands at 7690 um2.

There are 0 flip-flops and latches. The final timing report lists a max-slew violation count of 0. The placeable core area stands at 18,800 um2. STA classifies the critical path endpoint as an output pin. The total inserted antenna cells stands at 0.

The initial DRC count stands at 1,017. After layout, the clock buffer instance count stands at 0. The via count of the first global-routing pass stands at 8,512. The yosys synthesis warning count stands at 1.

The transition time recorded at the tightest slew-check pin is 0.842 ns. Entering global routing, the biggest net connects 70 pins. Setup repair after global routing left no endpoint under its margin. After clock tree synthesis, the repair step resized 0 gates. The synthesized netlist contains 74 unique library cells. The synthesized netlist occupies a cell area of 7690 um2. Grouping stages by cell kind, the critical path spends the most delay in AND-OR/OR-AND gates. The average cell area after synthesis stands at 6.82 um2. Per the finish-stage timing summary, setup violations number 0. The synthesized instance count stands at 1,128. Cells with a size suffix above 1 make up 7.31% of the layout.

For this run, the register share of the synthesized area comes to 0%. The setup fix buffers added after clock tree synthesis stands at 0. Dividing the detail-routed via count by the number of cells gives 6.46. Detailed routing inserted a total of 9,025 vias.

100 I/O pins were placed. The chip area stands at 19,800 um2. The final weighted congestion in routability-driven placement stands at 0.991. The DRC violation count after routing stands at 0. The initial utilization of the core area, before any placement, comes to 41.0%. Counting only logic cells after layout, the most numerous master is sky130_fd_sc_hd__nor2_1. Registers take 0 um2. The area added between synthesis and finish stands at 14.2%.

After synthesis, the design contains 1,128 cells according to Yosys. The power density normalized to cell area stands at 28.0 nW/um2. The first-pass iteration count of the detailed router stands at 5. The post-layout instance count excluding filler cells stands at 1,397.

The post-detailed-placement cell area stands at 8780 um2. OpenROAD emitted warnings numbering 65. By instance count after routing, the leading logic cell types are 145 x sky130_fd_sc_hd__nor2_1, 109 x sky130_fd_sc_hd__nand2_1, 96 x sky130_fd_sc_hd__ha_1, 96 x sky130_fd_sc_hd__clkdlybuf4s50_1, 87 x sky130_fd_sc_hd__o21ai_0. The total length of routed wires stands at 33,900 um. After routing the design area is 8780 um2.

In the global route stage, overall resource usage came out at 34.8%. The number of port buffers stands at 100. In this run the worst hold path is classified as primary input to output pin. The static leakage stands at 3.52 nW.

The largest fanout on the critical path stands at 12. The number of maximum-capacitance violations recorded for the run is 0. The endpoint arrival time on the critical path stands at 8.96 ns. The final total power stands at 246 uW.

The clock period minus final worst setup slack stands at 12.50 ns. The sum of negative setup slack stands at 0 ns. The width of the die stands at 141 um. The first global-routing pass estimated 51,500 um of wire. The count of nets left with antenna violations after detail routing stands at 0. The critical path endpoint has a required time of 14.16 ns.

The count of standard-cell rows stands at 50. The delay of the slowest cell on the worst path stands at 0.73 ns. After detailed routing, the average wire length per cell comes to 24.3 um. The initial antenna violation count came to 0. The critical path goes through clkdlybuf4s50_1 > nor2_1 > and3_1 > inv_1 > or2_2 > nor2_1 > a31oi_1 > xnor2_1 > ha_1 > o21a_1 > o211ai_1 > o21ba_2 > o2bb2ai_1 > a2111oi_0 > o31a_1 > o221ai_1 > mux2i_1 > o211ai_1 > clkdlybuf4s50_1. Hold analysis shows the worst path with a depth of 3. The sum of overflow across all layers after global routing stands at 0. The maximum ir drop on the vdd rail stands at 13.3 uV.

Once placement completed, the tool counted placed cells totaling 1,397. The final-report hold violation count stands at 0. Detailed placement finished with a half-perimeter wire length of 26,200 um. By startpoint and endpoint, the worst setup path is classified as primary input to output pin. STA classifies the critical path startpoint as a primary input.

The post-cts hold buffer count stands at 0. The worst pin sits at a relative slew slack of 43.7%. The number of buffers and inverters on the critical path is 3. The die outline height stands at 141 um. The final timing summary puts the cycle share of the worst path at 70.6%.

The layout report lists the multi-input gate area as 7100 um2. The logic depth of the worst setup path including buffers stands at 19.
[Yosys cell counts, types with 30 or more instances]
master / n / share of area, %
sky130_fd_sc_hd__nor2_1: 145 / 7.1
sky130_fd_sc_hd__nand2_1: 109 / 5.3
sky130_fd_sc_hd__ha_1: 96 / 16
sky130_fd_sc_hd__o21ai_0: 87 / 5.7
sky130_fd_sc_hd__a21oi_1: 73 / 4.8
sky130_fd_sc_hd__inv_1: 68 / 3.3
sky130_fd_sc_hd__clkbuf_1: 58 / 2.8
sky130_fd_sc_hd__mux2i_1: 41 / 5.3
sky130_fd_sc_hd__xnor2_1: 41 / 4.7
sky130_fd_sc_hd__mux4_2: 33 / 9.7
sky130_fd_sc_hd__a211oi_1: 31 / 3.0
sky130_fd_sc_hd__nor3_1: 30 / 2.0
[logic make-up after synthesis]
group	share of synthesized area [%]
fa+ha+maj	15.9
xor+xnor	6.15
buf+inv	7.86
mux	16.6
compound gates	32.3
simple gates	21.2
[metrics by stage]
step / hold slack (ns) / setup WS [ns] / util, %
6_report: 8.15 / 5.20 / 46.8
3_3_place_gp: 8.17 / 5.30 / 46.8
4_1_cts: 8.17 / 5.25 / 46.8
2_1_floorplan: 7.09 / 6.77 / -
5_1_grt: 8.22 / 4.91 / 46.8
3_5_place_dp: 8.17 / 5.28 / 46.8
[area by class of cell]
cell class,instances,share of cell area [%]
Multi-Input combinational cell,973,80.8
Timing Repair Buffer,119,12.8
Inverter,71,3.03
Tap cell,234,3.33
[per-layer routing]
metal	global-route usage, %	vias up	wire (um)
met5	0	-	0
li1	-	4302	-
met4	9.73	0	1080
met2	50.4	449	14200
met1	52.1	4216	15200
met3	7.65	58	3420
[report_power, final]
part / leakage [nW] / switching [mW] / internal [mW]
logic: 3.52 / 0.142 / 0.103
clock network: 0 / 0 / 0
registers: 0 / 0 / 0
total: 3.52 / 0.142 / 0.103
[path summary, 6_finish.rpt]
| path | startpoint | endpoint | slack [ns] |
|---|---|---|---|
| max | data2[5] | ALU_result[31] | 5.20 |
| min | ALU_control[3] | ALU_result[23] | 8.15 |
Power figures rest on the tool's default switching activity, not on a simulated workload.
