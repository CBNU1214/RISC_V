==> ./config.mk <==
export PLATFORM = sky130hd
export DESIGN_NAME = reg_file
export DESIGN_NICKNAME = reg_file
export VERILOG_FILES = /design/flow/design.v
export SDC_FILE = /design/flow/constraint.sdc
export NUM_CORES = 4
export LEC_CHECK = 1
export CORE_UTILIZATION = 40
==> ./run.sh <==
#!/bin/bash
# OpenROAD 26Q1-2900-gdf79404cd8, Yosys 0.63+post, stock flow scripts
make -C /OpenROAD-flow-scripts/flow DESIGN_CONFIG=/design/flow/config.mk WORK_HOME=/design/flow/orfs finish
==> ./design.v <==
`timescale 1ns / 1ps
module reg_file(
    input clk,
    input nRst,
    input [4:0] rs1, rs2, rd,
    input RegWrite,
    input [31:0] rd_data,
    output [31:0] rs1_data, rs2_data 
    );
    reg [31:0] regs [0:31];
    genvar i;
    generate
        for (i = 0; i < 32; i = i + 1) begin : init_regs
            initial regs[i] = 0;
        end
    endgenerate
    assign rs1_data = regs[rs1];
    assign rs2_data = regs[rs2];
    always @(negedge clk) begin
        if(RegWrite)
            regs[rd] <= rd_data;
    end    
endmodule
==> ./constraint.sdc <==
current_design reg_file

set clk_period 11.4
set clk_io_pct 0.2

create_clock -name clk0 -period $clk_period [get_ports {clk}]

set non_clock_inputs [all_inputs -no_clocks]
set_input_delay [expr $clk_period * $clk_io_pct] -clock clk0 $non_clock_inputs
set_output_delay [expr $clk_period * $clk_io_pct] -clock clk0 [all_outputs]
==> reports/qor.csv <==
metric,value,unit
placed_cell_area,0.05201,sq mm
fp_util,40.49,%
whs,5913,ps
ys_chip_area,0.04876,sq mm
ys_seq_share,63.06,%
crit_type,flip-flop to output port,
cts-resized-gates,0,
dp_hpwl,75240,microns
fin_area,0.05960,sq mm
critPathLaunch,regs[2][25],
drc,0,
io_buffers,112,
met3_usage,16.52,%
start_kind,flip-flop,
status,"finished, final reports clean",
h-tree-depth,3,
area_growth,22.22,%
met2_usage,38.10,%
busiest_layer,met2,
power.internal,7186,uW
top_cells_by_area,"edfxtp_1 63%, mux2i_1 21%, a22oi_1 3.0%",
max-slew-margin-rel,44.53,%
critPathTopFamily,buffers and inverters,
critPathRequiredTime,9120,ps
ys_types,24,
lay_top_count,inv_1,
crit_path_end_kind,output port,
critPathMaxStageDelay,520,ps
core,0.1204,sq mm
cts_buffer_depth,3,
cp_slowest_cell,clkdlybuf4s50_1,
avgRoutedWirePerCell,24.01,microns
finalHoldViolations,0,
p_clk_share,50.0,%
drv_slew,0,
final_cell_mix,"1,055 x inv_1, 1,024 x mux2i_1, 1,024 x edfxtp_1",
wl,149000,microns
cts_hold_repair.buffers,0,
synth_top_area_share,63.06,%
largest_register_ffs,1024,
cts_made_buffers,112,
rsz0062_at_grt,false,
yosys.area.top_type,edfxtp_1,
ys_cells,3387,
firstDrtPassIters,8,
path_max_fanout,2,
grt_overflow,0,
cts_sinks,1024,
leakagePower,0.02582,uW
die_w,351.2,microns
yosys_warnings,1,
clkTransAtPathRegs,30,ps
post_cts_buffers,0,
path_buffers,1,
critPathArrivalTime,8410,ps
p_seq_share,42.4,%
fin_cells,6203,
syn_avg_cell_area,14.40,sq um
die_y,351.2,microns
placed_cells,4973,
cts_tree,done,
power.density,168.1,mW/mm^2
hp-class,input pin to output port,
p_sw,2832,uW
post_route_cells_drive_above_1_share,7.473,%
num_io_pins,114,
num_vias,34075,
ys_seq_elements,1024,
synthesis.area,0.04876,sq mm
finalSetupViolations,0,
netlist_instances,3387,
largest_registers,regs: 1024 flops,
drtIter0Drc,2274,
antenna_found_initial,8,
maxCapViolCount,0,
switching_share,28.27,%
tightest_slew,832.1,ps
top_register,regs,
row_count,127,
viasPerCell,5.493,
crit_chain,mux2i_1 -> a22o_1 -> nor3_1 -> a31oi_1 -> nand3_1 -> clkdlybuf4s50_1,
comb_power_share,7.7,%
grt_first_pass_wirelength,214000,microns
power,10020,uW
grt_usage,25.85,%
hold_depth,6,
tns,0,ps
met1_usage,30.96,%
grt_pass1_vias,36261,
cp.depth,6,
gp_congestion,0.8461,
drtAntennaViolNets,0,
die-area,0.1233,sq mm
cts-root-buf,clkbuf_16,
grt_max_degree,92,
warnings,1028,
irDropWorstVdd,0.1292,mV
nFillCells,10061,
crit_end,rs1_data[25],
metrics by stage:
step	worst slack, ps	util [%]
floorplan	985.9	-
global placement	977.1	43.18
detailed placement	979.7	43.18
CTS	690.4	49.48
global route	606.0	49.48
finish	711.5	49.48
area by class of cell:
type / instances / area (sq um) / area share [%]
clock buffers: 116 / 2903 / 4.871
clock inverters: 1114 / 4691 / 7.871
repair buffers: 227 / 2457 / 4.123
flip-flops and latches: 1024 / 30750 / 51.59
diodes: 1 / 2.502 / 0.004199
well taps: 1612 / 2017 / 3.384
multi-input cells: 2109 / 16780 / 28.15
synth_stat cells:
cell / instances
a31oi_1: 64
a22oi_1: 192
a22o_1: 128
nor3_1: 64
nand3b_1: 5
buf_4: 52
a21oi_1: 192
nor2b_1: 4
buf_1: 7
edfxtp_1: 1024
nand2_1: 195
nand3_1: 194
inv_1: 1
or3_1: 1
clkbuf_4: 4
buf_2: 80
buf_6: 37
nand2b_1: 4
or2_2: 2
or3b_2: 3
mux2i_1: 1024
and2_1: 2
nor2_1: 35
clkbuf_1: 73
tightest hold or removal path, cell delays in order:
cell and delay [ps]:
buf_8 190, mux2i_1 200, nand2_1 60, a31oi_1 80, nand3_1 190, clkdlybuf4s50_1 500
routing by layer:
layer	vias to the layer above	share of wire [%]
li1	15618	-
met1	16435	36
met2	1751	48
met3	257	13
met4	14	2.6
met5	-	0.087
power by group through the flow:
| stage | Clock [uW] | Sequential [uW] | Combinational [uW] |
|---|---|---|---|
| 5_1_grt | 5580 | 4240 | 814 |
| 4_1_cts | 5150 | 4240 | 763 |
| 6_report | 5010 | 4240 | 767 |
worst min-delay path by stage:
stage	from	to	slack, ps
6_report	rs2[1]	rs2_data[13]	5910
5_1_grt	rs2[1]	rs2_data[2]	5990
4_1_cts	rs2[1]	rs2_data[13]	5880
kinds of logic (layout without fill, tap and decap cells):
family	after synthesis	count (layout)	synth area share, %
multiplexers	1024	1024	21.02
flip-flops	1024	1024	63.06
AND-OR/OR-AND	576	576	8.046
AND/OR/NAND/NOR	509	509	4.716
buffers and inverters	254	1457	3.161
other	0	1	0
Power figures rest on the tool's default switching activity, not on a simulated workload.
